===== flow/config.mk =====
export PLATFORM = sky130hd
export DESIGN_NAME = systolic_array_4x4
export DESIGN_NICKNAME = systolic_array_4x4
export VERILOG_FILES = /design/flow/design.v
export SDC_FILE = /design/flow/constraint.sdc
export NUM_CORES = 4
export LEC_CHECK = 1
export CORE_UTILIZATION = 30

===== flow/constraint.sdc =====
current_design systolic_array_4x4

set clk_period 2.4
set clk_io_pct 0.2

create_clock -name clk0 -period $clk_period [get_ports {clk}]

set non_clock_inputs [all_inputs -no_clocks]
set_input_delay [expr $clk_period * $clk_io_pct] -clock clk0 $non_clock_inputs
set_output_delay [expr $clk_period * $clk_io_pct] -clock clk0 [all_outputs]

===== flow/design.v =====
module fsm_pe (RD, FDi, clk, rst, GD, FDo, result, result_ld);
	parameter DATA_WIDTH=16,
			reset=0,
			calc_0=1,
			calc_1=2,
			ld_result=3,
			drain_0=4,
			drain_1=5;
	input [(2*DATA_WIDTH)-1:0] RD;
	input [DATA_WIDTH-1:0] FDi;
	input clk, rst, result_ld;
	output reg [DATA_WIDTH-1:0] FDo;
	output reg [(2*DATA_WIDTH)-1:0] GD;
	output reg [(2*DATA_WIDTH)-1:0] result;
	wire [(2*DATA_WIDTH)-1:0] multi;
	reg[2:0]  p_state, n_state;	
	always @ (p_state,result_ld)
    		begin
     		   case (p_state)
			reset:  
			begin
				result <= 0;
				FDo <= 0;
				GD <= 0;
				n_state=calc_0;
			end
			calc_0:  
			begin
				result <= result + multi;
				FDo <= FDi;
				GD <= RD;
				if (result_ld)
					n_state=ld_result;
				else
					n_state=calc_1;			
			end
			calc_1:  
			begin
				result <= result + multi;
				FDo <= FDi;
				GD <= RD;
				if (result_ld)
					n_state=ld_result;
				else
					n_state=calc_0;			
			end
			ld_result:  
			begin
				GD <= result;
				n_state=drain_0;
			end
			drain_0:  
			begin
				GD <= RD;
				n_state=drain_1;
			end
			drain_1:  
			begin
				GD <= RD;
				n_state=drain_0;
			end
			default: n_state= reset;
		   endcase
	end  
		assign multi = RD*FDi;
  	always @ (posedge clk)
    		begin  
       			if (rst)
        			   p_state=reset; 
			else
     				   p_state=n_state;
   		 end  
endmodule
`timescale 1ns/1ns
module systolic_array_4x4(
		      FDi0, FDi4, FDi8, FDi12,
		      RD0, RD1, RD2, RD3,
		      clk, rst, result_ld,
		      FDo0, FDo4, FDo8, FDo12,
		      sa_GD0, sa_GD1, sa_GD2, sa_GD3);
	parameter DATA_WIDTH=16;
	input [DATA_WIDTH-1:0] FDi0, FDi4, FDi8, FDi12;
	input [(2*DATA_WIDTH)-1:0] RD0, RD1, RD2, RD3;
	input clk, rst, result_ld;
	output [(2*DATA_WIDTH)-1:0] sa_GD0, sa_GD1, sa_GD2, sa_GD3;
	output [DATA_WIDTH-1:0] FDo0, FDo4, FDo8, FDo12;
	wire [(2*DATA_WIDTH)-1:0] result[0:15];
	wire [(2*DATA_WIDTH)-1:0] GD[0:15];
	wire [DATA_WIDTH-1:0] FDo[0:15];
	fsm_pe P0 (RD0, FDi0, clk, rst, GD[0], FDo0, result[0], result_ld);
	fsm_pe P1 (RD1, FDo0, clk, rst, GD[1], FDo[1], result[1], result_ld);
	fsm_pe P2 (RD2, FDo[1], clk, rst, GD[2], FDo[2], result[2], result_ld);
	fsm_pe P3 (RD3, FDo[2], clk, rst, GD[3], FDo[3], result[3], result_ld);
	fsm_pe P4 (GD[0], FDi4, clk, rst, GD[4], FDo4, result[4], result_ld);
	fsm_pe P8 (GD[4], FDi8, clk, rst, GD[8], FDo8, result[8], result_ld);
	fsm_pe P12 (GD[8], FDi12, clk, rst, sa_GD0, FDo12, result[12], result_ld);
	fsm_pe P5 (GD[1], FDo4, clk, rst, GD[5], FDo[5], result[5], result_ld);
	fsm_pe P6 (GD[2], FDo[5], clk, rst, GD[6], FDo[6], result[6], result_ld);
	fsm_pe P7 (GD[3], FDo[6], clk, rst, GD[7], FDo[7], result[7], result_ld);
	fsm_pe P9 (GD[5], FDo8, clk, rst, GD[9], FDo[9], result[9], result_ld);
	fsm_pe P10 (GD[6], FDo[9], clk, rst, GD[10], FDo[10], result[10], result_ld);
	fsm_pe P11 (GD[7], FDo[10], clk, rst, GD[11], FDo[11], result[11], result_ld);
	fsm_pe P13 (GD[9], FDo12, clk, rst, sa_GD1, FDo[13], result[13], result_ld);
	fsm_pe P14 (GD[10], FDo[13], clk, rst, sa_GD2, FDo[14], result[14], result_ld);
	fsm_pe P15 (GD[11], FDo[14], clk, rst, sa_GD3, FDo[15], result[15], result_ld);
endmodule

===== flow/run.sh =====
#!/bin/bash
# OpenROAD 26Q1-2900-gdf79404cd8, Yosys 0.63+post, stock flow scripts
make -C /OpenROAD-flow-scripts/flow DESIGN_CONFIG=/design/flow/config.mk WORK_HOME=/design/flow/orfs finish

==> notes.md <==
Status on the layout run. TritonCTS built the clock tree. The worst setup path is launched from a register. Ranked by total cell area, the synthesized netlist is headed by sky130_fd_sc_hd__fa_1 47%, sky130_fd_sc_hd__inv_1 12%, sky130_fd_sc_hd__dlxtn_1 8.0%, sky130_fd_sc_hd__nand2_1 6.9%, sky130_fd_sc_hd__and2_1 6.4%. Per-instance average area after synthesis landed at 8.64 um^2.

Cell count listed in synth_stat.txt landed at 26,332. Per the slew report, the remaining headroom to the max-slew limit stands at 0.307. The later pin in the worst-skew pair is clocked with a latency of 0.44 ns. The die is 873 um tall. Instance count of the mapped netlist landed at 26,332. According to the floorplan report, the die width is 873 um. Final total negative setup slack landed at 0 ns. The first global-routing pass estimated 1,020,000 um of wire.

The kind of cell with the highest combined delay along the critical path is simple AND/OR/NAND/NOR gates. The worst setup path is of the register to register kind. In this run, post-CTS repair resized a total of 0 instances. Count of boundary I/O pins landed at 387. Based on the critical path, the design can be clocked at up to 601 MHz. Reported max-cap violation count landed at 0.

The count of buffers added on input and output ports is 386. Half-perimeter wire length after detailed placement landed at 480,000 um. Entering global routing, the biggest net connects 53 pins. The number of antenna violations at the first check in global routing was 50. Top-area cell type share of the netlist area landed at 0.470. The number of global-route vias before repair is 182,349.

The critical path's slowest stage uses the library cell sky130_fd_sc_hd__nor2b_4. The worst hold path begins at P13.p_state[1]. After filler insertion, the fill cell instance count of the layout stands at 77,330. Post-CTS clock slew at the launch and capture registers of the worst setup and hold paths landed at 0.08 ns. Per the post-route antenna check, the number of violating nets is 0. The script extracted a total leakage power of 119 nW.

Transition time at the pin with the least slew margin landed at 1.04 ns. Biggest cell delay along the critical path landed at 0.65 ns. Post-CTS timing repair inserted 0 buffers for setup. Summed over all instances, the cell type with the most area after synthesis is sky130_fd_sc_hd__fa_1.

Hold buffer count at CTS landed at 0. The timer found 1,216 register pins that no clock reaches; their paths are not timed. Final worst slack landed at 0.737 ns. Dividing the detail-routed wire length by the instance count gives 17.4 um. Per the detail_route report, vias per standard cell equal 4.56. Number of synthesized register bits landed at 1,297. The worst setup path is captured at a register.

Buffering stage count on the worst path with inverters included landed at 1. The cell sitting at the root of the clock tree is a sky130_fd_sc_hd__clkbuf_16. Share of flip-flops with an asynchronous set or reset after synthesis landed at 0.

Excluding fillers, the count of instances in the completed layout stands at 36,165. Counting endpoints that fail hold in the final report gives 0. Global router's overall resource usage landed at 0.180. Layout-stage area growth over the synthesis result landed at 7.19%. Post-synth design cell area landed at 227,000 um^2. The OpenROAD report gives the critical path a data arrival time of 2.04 ns. In this run the critical path is formed by nor2b_4, buf_4, a21o_1. The synthesized netlist contains 81 unique library cells. The number of placed instances, taps included, is 36,123. Via count landed at 164,779. The die covers 762,000 um^2. In the final layout, the share of cells above drive strength 1 is 0.0231.

Last weighted congestion value of the routability-driven placer landed at 0.930. Shortest clock period the worst path allows after layout landed at 1.66 ns. Core region area landed at 755,000 um^2.

The tool warning count for the run is 25. Count of endpoints without a timing constraint landed at 1,408. The flow ran to the end, and the final reports show no timing, DRC or antenna violations. The clock passes through at most 2 buffers.

For the worst reg-to-reg path, the startpoint reported by OpenROAD is P15.p_state[0]. Detailed-route iteration 0 reported a violation count of 6,490. For this run, the leading register cell type out of synthesis is sky130_fd_sc_hd__dlxtn_1. The critical path starts at P15.p_state[0]. In the final report, the number of endpoints failing setup comes to 0. Per the final report, max-transition violations number 0. Post-route period utilization is reported as 0.693. Count of synthesis-stage warnings from yosys landed at 1,026. Summed over all layers, the global routing overflow is 0.

According to the report, the first pass of detailed routing completed in 7 iterations. Chip area estimate from yosys synthesis landed at 227,000 um^2. Pre-CTS setup slack landed at 0.287 ns. In this run the worst path has a maximum fanout of 9. In this run, synthesis inferred 0 flip-flops with an integrated enable. Per the detail_route report, DRC violations left total 0. In this run the VDD rail shows a maximum IR drop of 0.00279 V.

At the floorplan stage, the core utilization is reported as 0.301. The final layout contains routed wiring with a total length of 630,000 um. The report lists the power per cell area as 305 nW/um^2. Final setup skew landed at 0.0353 ns.

Row count landed at 319. The path class of the tightest hold or removal check is register to register. Setup repair after global routing left no endpoint under its margin. Number of levels in the clock H-tree landed at 3. At the worst endpoint, the required time is 2.77 ns. In this run, CTS created clock tree buffers numbering 9.
==> final timing paths <==
check / end / slack, ns / cells after the start
setup / recovery: P3.p_state[3] / 0.74 / 3
hold reg to reg: P13.p_state[4] / 0.47 / 1
setup reg to reg: P3.p_state[3] / 0.74 / 3
hold / removal: P13.p_state[4] / 0.47 / 1
==> where the power goes <==
group          switching, mW  internal, mW  leakage (nW)
clock network          0.921         0.749         0.146
registers               1.72          4.63          10.0
logic                   38.7          27.6           109
==> cell usage after synthesis, types with 210 or more instances <==
library cell,instances
sky130_fd_sc_hd__and2_1,2316
sky130_fd_sc_hd__xor2_1,259
sky130_fd_sc_hd__nor2_1,616
sky130_fd_sc_hd__clkbuf_1,1185
sky130_fd_sc_hd__fa_1,5344
sky130_fd_sc_hd__nand2_1,4153
sky130_fd_sc_hd__a21o_1,210
sky130_fd_sc_hd__a21oi_1,321
sky130_fd_sc_hd__ha_1,1088
sky130_fd_sc_hd__xnor2_1,598
sky130_fd_sc_hd__nor2b_1,283
sky130_fd_sc_hd__a22o_1,516
sky130_fd_sc_hd__dlxtn_1,1216
sky130_fd_sc_hd__inv_1,7215
==> kinds of logic (layout without fill, tap and decap cells) <==
family                     count (synthesis)  count (layout)  share of synthesized area
other                                      0              26                          0
DFF                                       81              81                    0.00713
buffers and inverters                   8416            8112                      0.139
adders and majority gates               6432            6432                      0.530
muxes                                      6               6                   0.000264
and+or+nand+nor                         7727            7727                      0.159
latches                                 1216            1216                     0.0804
AOI/OAI and AO/OA                       1597            1597                     0.0509
xor gates and xnor gates                 857             857                     0.0330
==> cells in the final DEF, fill, tap and decap left out, drive strengths merged, types with 55 or more instances in the layout <==
cell,count
a21o,210
a21oi,322
a22o,516
and2,2316
buf,496
clkdlybuf4s50,385
dfxtp,81
dlxtn,1216
fa,5344
ha,1088
inv,7219
nand2,4153
nand2b,55
nand3,72
nor2,616
nor2b,283
nor3,87
o21a,61
o21ai,182
o21bai,59
xnor2,598
xor2,259
==> per-layer routing <==
metal / vias up / track usage / wire length, um / share of wire
met5: - / 0.00200 / 237 / 0.00038
li1: 74109 / - / - / -
met2: 7276 / 0.270 / 280000 / 0.44
met3: 1000 / 0.0900 / 76400 / 0.12
met1: 82368 / 0.237 / 253000 / 0.40
met4: 26 / 0.0445 / 20700 / 0.033
==> area by class of cell <==
type / instances / area [um^2] / area share
diodes: 26 / 65.1 / 0.000267
clock buffers: 10 / 239 / 0.000980
clock inverters: 6 / 47.5 / 0.000195
inverters: 7215 / 27100 / 0.111
multi-input cells: 16619 / 176000 / 0.723
flip-flops and latches: 1297 / 19900 / 0.0815
well taps: 10111 / 12700 / 0.0519
repair buffers: 881 / 7610 / 0.0312
==> per-stage QoR <==
step,power [mW],hold WS [ns],instance area (um^2),util
final,74.3,0.467,244000,0.323
after global routing,82.1,0.486,244000,0.323
after CTS,75.3,0.468,244000,0.323
after detailed placement,73.3,0.455,244000,0.322
after global placement,72.3,0.454,244000,0.322
after floorplan,63.2,0.429,227000,-
Power is estimated from default activity; no workload was simulated.
