**/design/flow/config.mk**
```make
export PLATFORM = sky130hd
export DESIGN_NAME = systolic_array_2x2
export DESIGN_NICKNAME = systolic_array_2x2
export VERILOG_FILES = /design/flow/design.v
export SDC_FILE = /design/flow/constraint.sdc
export NUM_CORES = 4
export LEC_CHECK = 1
export CORE_UTILIZATION = 40
```
**/design/flow/constraint.sdc**
```tcl
current_design systolic_array_2x2

set clk_period 2.8
set clk_io_pct 0.2

create_clock -name clk0 -period $clk_period [get_ports {sa_clk}]

set non_clock_inputs [all_inputs -no_clocks]
set_input_delay [expr $clk_period * $clk_io_pct] -clock clk0 $non_clock_inputs
set_output_delay [expr $clk_period * $clk_io_pct] -clock clk0 [all_outputs]
```
**/design/flow/design.v**
```verilog
`timescale 1ns/1ns
module pe(RD,FDi,clk,rst,load,bd_PE,GD,FDo);
    input [DATA_WIDTH-1:0] RD,FDi;
    input clk,rst,load,bd_PE;
    output reg [DATA_WIDTH-1:0] GD,FDo;
	parameter 
			DATA_WIDTH=16,
			PE_rst=0,
			load_LR=1,
			load_out=2,
			feed_get=3,
			feed_out=4;
    reg [DATA_WIDTH-1:0] LR, mult, mac, RD_reg [0:1], FDi_reg_0, FDi_reg_1;
    reg[2:0]  p_state, n_state;
   always @ (p_state,load)
    begin
        case (p_state)
		PE_rst:  
			begin
				if (load)
					n_state=load_LR;
				else
					n_state=feed_get;
			end
		load_LR:  
			begin		
				RD_reg[0]=RD;
				LR=RD;
				GD=RD_reg[1];
				n_state=load_out;
			end
	        load_out:  
        		begin	
        			RD_reg[1]=RD;
        			LR=RD;
        			FDi_reg_0=FDi;  
        			GD=RD_reg[0];
        			if (load)
        				n_state=load_LR;
					else
					n_state=feed_get;
				end
		feed_get:  
			begin
					RD_reg[0]=RD;
					FDi_reg_1=FDi;  
					GD=mac;
					FDo=FDi_reg_0;
				if (load)
					n_state=load_LR;
				else
					begin
						mult = FDi_reg_0 * LR;
						if (bd_PE)
							mac= mult;
						else
						mac = RD_reg[1] + mult;
						n_state = feed_out;
					end
			end
		feed_out:  
			begin
				RD_reg[1]=RD;
				FDi_reg_0 = FDi;  
				GD=mac;
				FDo=FDi_reg_1;
				if (load)
					n_state=load_LR;
				else
					begin
						mult = FDi_reg_1 * LR;
						if (bd_PE)
							mac= mult;
						else
							mac=RD_reg[0] + mult;
						n_state = feed_get;
					end
			end
        default: n_state= PE_rst;
        endcase
    end
  always @ (posedge clk)
    begin     
       if (rst)
         begin
           p_state=PE_rst; 
         end
       else
           p_state=n_state;
    end
endmodule
`timescale 1ns/1ns
module systolic_array_2x2 (sa_RD_0,sa_RD_1, sa_FDi_0,sa_FDi_1,sa_clk,sa_rst,sa_load, sa_bd_PE_0, sa_bd_PE_1, sa_GD_0,sa_GD_1, sa_FDo_0,sa_FDo_1);
	parameter DATA_WIDTH=16;    
	input [DATA_WIDTH-1:0] sa_RD_0,sa_RD_1, sa_FDi_0, sa_FDi_1;
	input sa_clk, sa_rst, sa_load, sa_bd_PE_0, sa_bd_PE_1;
	output [DATA_WIDTH-1:0] sa_GD_0, sa_GD_1, sa_FDo_0, sa_FDo_1;
	wire [DATA_WIDTH-1:0] FDi_FDo_0, FDi_FDo_1, GD_RD_0, GD_RD_1;
pe pe_inst_0 (
	.RD(sa_RD_0),
	.FDi(sa_FDi_0),
	.bd_PE(sa_bd_PE_0),
	.clk(sa_clk),
	.rst(sa_rst),
	.load(sa_load),
	.GD(GD_RD_0),
	.FDo(FDi_FDo_0)
);
defparam pe_inst_0.DATA_WIDTH=DATA_WIDTH;
pe pe_inst_1 (
	.RD(GD_RD_0),
	.FDi(sa_FDi_1),
	.bd_PE(sa_bd_PE_1),
	.clk(sa_clk),
	.rst(sa_rst),
	.load(sa_load),
	.GD(sa_GD_0),
	.FDo(FDi_FDo_1)
);
defparam pe_inst_1.DATA_WIDTH=DATA_WIDTH;
pe pe_inst_2 (
	.RD(sa_RD_1),
	.bd_PE(sa_bd_PE_0),
	.FDi(FDi_FDo_0),
	.clk(sa_clk),
	.rst(sa_rst),
	.load(sa_load),
	.GD(GD_RD_1),
	.FDo(sa_FDo_0)
);
defparam pe_inst_2.DATA_WIDTH=DATA_WIDTH;
pe pe_inst_3 (
	.RD(GD_RD_1),
	.bd_PE(sa_bd_PE_1),
	.FDi(FDi_FDo_1),
	.clk(sa_clk),
	.rst(sa_rst),
	.load(sa_load),
	.GD(sa_GD_1),
	.FDo(sa_FDo_1)
);
defparam pe_inst_3.DATA_WIDTH=DATA_WIDTH;
endmodule
```
**/design/flow/run.sh**
```bash
#!/bin/bash
# OpenROAD 26Q1-2900-gdf79404cd8, Yosys 0.63+post, stock flow scripts
make -C /OpenROAD-flow-scripts/flow DESIGN_CONFIG=/design/flow/config.mk WORK_HOME=/design/flow/orfs finish
```
==> impl_metrics.csv <==
group,metric,value,unit
cts,cts_resized,0,
cts,tritoncts,"built",
cts,cts_hold_repair.buffers,0,
sta,max_slew_headroom_at_the_worst_pin,40.90,%
critical_path,r2r_slack,1.58,ns
cts,clockRootBuffer,"sky130_fd_sc_hd__clkbuf_16",
floorplanning,ios,133,
critical_path,cp_data_arrival_time,1.86,ns
critical_path,critical_path.max_stage_delay,0.56,ns
sta,untimed_endpoints,576,
cells_and_area,mostFrequentLayoutCell,"sky130_fd_sc_hd__inv_1",
yosys,post_synth.cell_area_avg,8.996,µm²
grt,grt_most_used_layer,"met2",
yosys,synth.distinct_cells,71,
sta,finalSetupViolCount,0,
cells_and_area,drive_gt1_share,4.001,%
sta,maxSlewViolCount,0,
cells_and_area,final_area,52170,µm²
worst_hold_path,min_path_type,"reg -> reg",
placed_design,dpl_cell_area,52090,µm²
sta,period_used_share,59.69,%
placed_design,place_inst,7069,
cells_and_area,flop_area,8033,µm²
worst_hold_path,min_to,"pe_inst_3.p_state[3]$_DFF_P_",
cells_and_area,finish.cell_count_without_fillers,7074,
routing,vias,35010,
grt,met3_usage,7.196,%
routing,ant_nets_after_route,0,
floorplanning,chipHeight,351.9,µm
sta,finalCriticalPeriod,1.671,ns
run_status,run_status,"finished clean",
flow_run,timing.max_cap.violations,0,
yosys,synth.area.top_cells,"sky130_fd_sc_hd__fa_1, sky130_fd_sc_hd__dlxtn_1, sky130_fd_sc_hd__ha_1",
floorplanning,design.die.area,123900,µm²
critical_path,required,2.98,ns
cts,clk_transition_reported_paths,0.05,ns
grt,grtUsageMet1,32.29,%
yosys,synth-warning-count,2,
placed_design,port_buffers,132,
grt,grt.overflow.total,0,
cts,numCtsBuffers,3,
worst_hold_path,hold_path_depth,2,
floorplanning,floorplan.core_util,40.30,%
routing,detail_route.vias_per_cell,4.949,
placed_design,finalWeightedCongestion,0.9390,
yosys,enable_flop_cells,0,
sta,worst_clk_skew,0.003903,ns
grt,grt_util_all_layers,22.16,%
routing,drt_wl_total,126100,µm
sta,timing_hold_violations_final,0,
critical_path,timing.critical_path.to_type,"register",
yosys,ys_seq_elements,529,
cts,worstSkewPairLatency,0.24,ns
grt,grt_max_degree,42,
routing,detailedRoute.firstPassIterationCount,5,
critical_path,crit_path_start_kind,"input pin",
routing,route.detailed.wl_per_inst,17.83,µm
sta,unclocked_pins,512,
critical_path,setup.worst_path.class,"in -> reg",
grt,met2_grt_util,34.27,%
critical_path,critical_path.cell_chain,"clkdlybuf4s50_1 > nor2_1 > o31a_1",
yosys,yosys.stat.chipArea,48980,µm²
routing,drt-initial-drc-count,1506,
floorplanning,placeable_core_area,121600,µm²
sta,max_slew.worst_pin.slew,0.8853,ns
critical_path,timing.critical_path.fanout_max,8,
critical_path,ff2ff_path_depth,2,
cells_and_area,final_core_utilization,42.92,%
cts,ctsLongestPathBuffers,2,
floorplanning,die-width,351.9,µm
placed_design,post-dp-hpwl,100100,µm
sta,max_freq,598.3,MHz
routing,remaining_drc_errors,0,
worst_hold_path,startpoint_of_the_most_critical_hold_path,"pe_inst_3.p_state[2]$_DFF_P_",
yosys,syn-instance-count,5445,
yosys,mappedNetlistArea,48980,µm²
critical_path,cp_slowest_cell,"sky130_fd_sc_hd__clkdlybuf4s50_1",
yosys,synth_top_cell_by_area,"sky130_fd_sc_hd__fa_1",
sta,fin_setup_tns,0,ns
sta,rsz0062_at_grt,"false",
cells_and_area,area.combinational,36630,µm²
yosys,ys_dominant_reg_cell,"sky130_fd_sc_hd__dlxtn_1",
critical_path,r2r-start,"pe_inst_0.p_state[4]$_DFF_P_",
grt,grt_antenna_before_repair,5,
critical_path,regToRegEndpoint,"pe_inst_0.p_state[3]$_DFF_P_",
yosys,number_of_standard_cells_reported_by_yosys,5445,
flow_run,openroad.warnings,33,
yosys,synth_async_sr_flop_share,0,%
floorplanning,std_cell_rows,128,
yosys,post-synth-top-area-fraction,26.48,%
cts,cts.repair_timing.setup_buffer_count,0,
sta,fin_worst_hold_slack,0.4783,ns
cells_and_area,commonest_cells_after_routing_fill_and_taps_aside,"sky130_fd_sc_hd__inv_1, sky130_fd_sc_hd__and2_1, sky130_fd_sc_hd__fa_1, sky130_fd_sc_hd__nand2_1, sky130_fd_sc_hd__ha_1",
grt,grt_pass1_vias,37170,
cells_and_area,flow.area_growth_from_synthesis,6.508,%
cells_and_area,layout.filler_cells,11700,
cts,htreeDepth,1,
grt,grt_pass1_wl,206400,µm
==> cell usage after synthesis, types with 64 or more instances <==
cell,n
sky130_fd_sc_hd__inv_1,966
sky130_fd_sc_hd__ha_1,520
sky130_fd_sc_hd__mux2_2,64
sky130_fd_sc_hd__dlxtp_1,64
sky130_fd_sc_hd__nor2_1,159
sky130_fd_sc_hd__xor2_1,90
sky130_fd_sc_hd__clkbuf_1,176
sky130_fd_sc_hd__and2_1,695
sky130_fd_sc_hd__dlxtn_1,448
sky130_fd_sc_hd__a21oi_1,134
sky130_fd_sc_hd__fa_1,648
sky130_fd_sc_hd__xnor2_1,308
sky130_fd_sc_hd__nand2_1,535
==> worst max path at each step <==
stage                 cells after the start    from                            to  slack [ns]
after CTS                                 3  sa_rst  pe_inst_3.p_state[4]$_DFF_P_        1.09
after global routing                      3  sa_rst  pe_inst_3.p_state[4]$_DFF_P_        0.98
final                                     3  sa_rst  pe_inst_3.p_state[4]$_DFF_P_        1.13
==> kinds of logic after synthesis <==
logic type	synth area share (%)
buffers and inverters	8.907
adder cells (fa/ha/maj)	39.77
AND-OR/OR-AND	6.833
AND/OR/NAND/NOR	16.46
latches	15.70
flip-flops	0.6948
multiplexers	4.189
XOR/XNOR	7.459
==> stage by stage <==
step | setup slack, ns
after global placement | 0.8734
final | 1.129
after detailed placement | 0.8428
after floorplan | 1.042
after global routing | 0.9830
after CTS | 1.095
==> layout make-up <==
type	instances	area share, %
Inverter	969	6.972
Tap cell	1625	3.897
Clock buffer	4	0.1511
Antenna cell	1	0.004796
Multi-Input combinational cell	3755	70.21
Timing Repair Buffer	191	3.372
Sequential cell	529	15.40
==> critical path, delay by kind of cell <==
kind	cells	cell delay (ns)
simple gates	1	0.51
buf+inv	1	0.56
compound gates	1	0.22
==> per-layer routing <==
layer	up-vias	part of all wire (%)
met4	10	1.4
met1	16930	45
met3	120	8.5
met2	1006	45
met5	-	0.046
li1	16940	-
